<file path="./run.sh">
#!/bin/bash
# OpenROAD 26Q1-2900-gdf79404cd8, Yosys 0.63+post, stock flow scripts
make -C /OpenROAD-flow-scripts/flow DESIGN_CONFIG=/design/flow/config.mk WORK_HOME=/design/flow/orfs finish
</file>
<file path="./config.mk">
export PLATFORM = sky130hd
export DESIGN_NAME = note_storage
export DESIGN_NICKNAME = note_storage
export VERILOG_FILES = /design/flow/design.v
export SDC_FILE = /design/flow/constraint.sdc
export NUM_CORES = 4
export LEC_CHECK = 1
export CORE_UTILIZATION = 40
</file>
<file path="./constraint.sdc">
current_design note_storage

set clk_period 1.0
set clk_io_pct 0.2

create_clock -name clk0 -period $clk_period [get_ports {slow_clk}]

set non_clock_inputs [all_inputs -no_clocks]
set_input_delay [expr $clk_period * $clk_io_pct] -clock clk0 $non_clock_inputs
set_output_delay [expr $clk_period * $clk_io_pct] -clock clk0 [all_outputs]
</file>
<file path="./design.v">
`timescale 1ns/1ns
module note_storage(output_blue,
                   output_red,
                   output_yellow,
                   slow_clk,
                   load_n,
                   input_red,
                   input_yellow,
                   input_blue);
  output [26:0] output_blue, output_red, output_yellow;
  input slow_clk;
  input [99:0] input_red, input_yellow, input_blue;
  input load_n;
  reg [99:0] blue_reg = {100{1'b0}};
  reg [99:0] red_reg = {100{1'b0}};
  reg [99:0] yellow_reg = {100{1'b0}};
  assign output_red = red_reg[99:73];
  assign output_blue = blue_reg[99:73];
  assign output_yellow = yellow_reg[99:73];
  always @ (posedge slow_clk) begin
    if (load_n == 1'b0)  
      begin
        blue_reg <= blue_reg << 1;
        red_reg <= red_reg << 1;
        yellow_reg <= yellow_reg << 1;
      end
    else  
      begin
        blue_reg <= input_blue;
        red_reg <= input_red;
        yellow_reg <= input_yellow;
      end
  end
endmodule
</file>
==> results.sh <==
# yosys + openroad results
export IMPL_status="complete, but fails checks"
export IMPL_grt_overflow_total=0
export IMPL_critPathCaptureType="output pin"
export IMPL_ctsLongestPathBuffers=3
export IMPL_grt_pass1_vias=6464
export IMPL_violations="setup timing"
export IMPL_yosys_stat_area_um2=10420
export IMPL_max_slew_margin_pct=80.16
export IMPL_leakagePower_nw=6.031
export IMPL_cts_tree="done"
export IMPL_pwr_share_clk_pct=40.5
export IMPL_clock_fmax_mhz=836.5
export IMPL_ys_seq_share_pct=57.62
export IMPL_drt_first_pass_iters=4
export IMPL_worstPathCellList="buf_6"
export IMPL_min_path_type="input pin to register"
export IMPL_fin_area_um2=14900
export IMPL_path_clk_slew_ns=0.06
export IMPL_synth_avg_cell_area_um2=14.60
export IMPL_die_y_um=163.4
export IMPL_chipArea_um2=26710
export IMPL_antenna_found_initial=3
export IMPL_crit_family="flip-flops"
export IMPL_final_cells=1411
export IMPL_io_pins=383
export IMPL_ant_nets=0
export IMPL_drtIter0Drc=224
export IMPL_worst_ep_required_time_ns=0.80
export IMPL_timing_final_ws_setup_ns=-0.1955
export IMPL_min_path_cells=3
export IMPL_gp_congestion=0.8241
export IMPL_switching_share_pct=19.57
export IMPL_p_int_w=0.02294
export IMPL_largest_area_cell="dfxtp_1"
export IMPL_ys_cells=714
export IMPL_p_sw_w=0.005580
export IMPL_critical_path_class="register to output pin"
export IMPL_synth_top_cell_area_share_pct=57.62
export IMPL_fp_row_count=58
export IMPL_ys_types=6
export IMPL_rr_worst_depth=3
export IMPL_arrival_ns=1.00
export IMPL_port_buffers=382
export IMPL_setup_viol=81
export IMPL_htree_levels=1
export IMPL_grt_use_total_pct=17.89
export IMPL_cts_root_buf="clkbuf_16"
export IMPL_irDropWorstVdd_uv=1418
export IMPL_top_cells_by_area="dfxtp_1 58%, mux2_2 32%, buf_4 5.8%"
export IMPL_rsz0062_at_grt="true"
export IMPL_drc_errors=0
export IMPL_drive_above_1_share_pct=51.16
export IMPL_grt_pass1_wl_um=35080
export IMPL_antenna_cells=0
export IMPL_whs_ns=0.2210
export IMPL_syn2layout_area_growth_pct=42.95
export IMPL_clk_latency_ns=0.53
export IMPL_hold_violations=0
export IMPL_fillers=2099
export IMPL_warning_count=27
export IMPL_numCtsBuffers=31
export IMPL_yosysWarnings=1
export IMPL_vias=6202
export IMPL_critical_path_peak_fanout=2
export IMPL_fp_dieW_um=163.4
export IMPL_drt_wirelength_per_cell_um=16.51
export IMPL_cp_depth=1
export IMPL_period_used_pct=119.5
export IMPL_finalClockSkew_ns=0.006676
export IMPL_core_um2=25400
export IMPL_slew_violations=0
export IMPL_maxCapViolCount=0
export IMPL_max_stage_delay_ns=0.36
export IMPL_path_buffers=1
export IMPL_synth_area_um2=10420
export IMPL_grt_max_degree=27
export IMPL_syn_inst=714
export IMPL_seq_power_share_pct=47.9
export IMPL_routed_wl_um=23300
export IMPL_period_minus_slack_ns=1.195
export IMPL_placed_area_um2=14010
export IMPL_initCoreUtil_pct=41.04
export IMPL_dp_hpwl_um=17440
export IMPL_via_per_inst=4.395
export IMPL_startpoint_type="register"
export IMPL_clock_sinks=300
export IMPL_hold_buffers=0
export IMPL_ys_ff=300
export IMPL_utilization_pct=58.67
export IMPL_critPathSlowestCell="dfxtp_4"
export IMPL_p_per_area_nw_per_um2=1914
export IMPL_pwr_share_comb_pct=11.7
export IMPL_detailedPlace_worstSlack_ns=-0.1897
export IMPL_tightest_slew_ns=0.2976
export IMPL_place_inst=1343
==> worst min-delay path, delay by kind of cell <==
kind          cells  cell delay, ns
simple gates      1            0.13
buf+inv           2            0.37
==> cells in the final DEF, fill, tap and decap left out <==
| cell | n |
|---|---|
| clkdlybuf4s50_1 | 300 |
| mux2_2 | 297 |
| dfxtp_1 | 222 |
| dfxtp_2 | 76 |
| buf_2 | 75 |
| buf_4 | 34 |
| clkbuf_16 | 31 |
| buf_12 | 13 |
| clkbuf_8 | 10 |
| buf_6 | 6 |
| clkinv_2 | 5 |
| and2_1 | 3 |
| bufinv_16 | 3 |
| clkbuf_1 | 3 |
| dfxtp_4 | 2 |
| buf_8 | 1 |
==> power groups by stage <==
stage / Combinational, W / Sequential (W) / Clock, W
finish: 0.00333 / 0.0137 / 0.0115
global route: 0.00359 / 0.0138 / 0.0124
CTS: 0.00335 / 0.0137 / 0.0119
==> layout make-up <==
type / count / area (um^2) / share of cell area [%]
clock inverter: 8 / 115.1 / 0.7725
timing repair buffer: 429 / 3976 / 26.69
tap: 330 / 412.9 / 2.771
multi-input combinational: 300 / 3363 / 22.57
sequential: 300 / 6108 / 40.99
clock buffer: 44 / 924.6 / 6.205
==> synthesized netlist by cell type (all sizes together) <==
master	n
dfxtp	300
and2	3
mux2	297
buf	84
clkbuf	30
==> cell families (layout without fill, tap and decap cells) <==
| logic type | after synthesis | in the layout | synth area share, % |
|---|---|---|---|
| buffers and inverters | 114 | 481 | 10.12 |
| DFF | 300 | 300 | 57.62 |
| muxes | 297 | 297 | 32.09 |
| and+or+nand+nor | 3 | 3 | 0.1801 |
==> metrics by stage <==
step | setup TNS (ns) | total power (W)
after floorplan | 0 | 0.01563
after global placement | -48.05 | 0.01740
after detailed placement | -48.62 | 0.01741
after CTS | -15.23 | 0.02895
after global routing | -15.96 | 0.02980
final | -12.38 | 0.02852
==> path summary, 6_finish.rpt <==
kind / from / endpoint / slack (ns)
max: blue_reg[98] / output_blue[25] / -0.20
min: load_n / red_reg[0] / 0.22
max reg2reg: blue_reg[95] / blue_reg[96] / 0.05
min reg2reg: red_reg[29] / red_reg[30] / 0.45
==> layer usage <==
metal  vias to the layer above  GRT usage (%)  share of wire [%]
met2                       238          30.22                 49
met3                        36          7.087                 11
met4                         2          3.314                2.0
met5                         -              0              0.056
li1                       3068              -                  -
met1                      2858          21.95                 38
==> repair_timing <==
item / CTS / global route
endpoints found under the setup margin: 81 / 81
resized: 339 / 2
setup buffers: 12 / 4
pin swaps: 0 / 0
Power and IR drop assume default switching activity.
