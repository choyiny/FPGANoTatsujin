===== flow/run.sh =====
#!/bin/bash
# OpenROAD 26Q1-2900-gdf79404cd8, Yosys 0.63+post, stock flow scripts
make -C /OpenROAD-flow-scripts/flow DESIGN_CONFIG=/design/flow/config.mk WORK_HOME=/design/flow/orfs finish

===== flow/config.mk =====
export PLATFORM = sky130hd
export DESIGN_NAME = square_info
export DESIGN_NICKNAME = square_info
export VERILOG_FILES = /design/flow/design.v
export SDC_FILE = /design/flow/constraint.sdc
export NUM_CORES = 4
export LEC_CHECK = 1
export CORE_AREA = 10 10 86 86
export DIE_AREA = 0 0 96 96

===== flow/constraint.sdc =====
current_design square_info

set clk_period 4.1
set clk_io_pct 0.2

create_clock -name clk0 -period $clk_period [get_ports {clk}]

set non_clock_inputs [all_inputs -no_clocks]
set_input_delay [expr $clk_period * $clk_io_pct] -clock clk0 $non_clock_inputs
set_output_delay [expr $clk_period * $clk_io_pct] -clock clk0 [all_outputs]

===== flow/design.v =====
module square_info(
  input [25:0] red_sequence,  
  input [25:0] yellow_sequence,
  input [25:0] blue_sequence,
  input clk,
  output [7:0] output_x,  
  output [6:0] output_y,  
  output [2:0] colour  
  );
  reg [6:0] curr_square_state, next_square_state,
            curr_row_state;
  reg [2:0] curr_colour;
  localparam BLACK = 3'b000,
             WHITE = 3'b111,
             RED = 3'b100,
             YELLOW = 3'b110,
             GREEN = 3'b010,
             CYAN = 3'b011,
             BLUE = 3'b001,
             MAGENTA = 3'b101;
  assign colour = curr_colour;
  localparam start_x = 7'b0000001,
             start_y = 7'b0110101;
  localparam x_offset = 7'b0000101,
             y_offset = 7'b0001011;
  reg [7:0] curr_x;
  reg [6:0] curr_y;
  assign output_x = curr_x;
  assign output_y = curr_y;
  localparam Square1 = 6'd0, Square2 = 6'd1, Square3 = 6'd2,
             Square4 = 6'd3, Square5 = 6'd4, Square6 = 6'd5,
             Square7 = 6'd6, Square8 = 6'd7, Square9 = 6'd8,
             Square10 = 6'd9, Square11 = 6'd10, Square12 = 6'd11,
             Square13 = 6'd12, Square14 = 6'd13, Square15 = 6'd14,
             Square16 = 6'd15, Square17 = 6'd16, Square18 = 6'd17,
             Square19 = 6'd18, Square20 = 6'd19, Square21 = 6'd20,
             Square22 = 6'd21, Square23 = 6'd22, Square24 = 6'd23,
             Square25 = 6'd24, Square26 = 6'd25, Square27 = 6'd26,
             Square28 = 6'd27, Square29 = 6'd28, Square30 = 6'd29,
             Row_Swap = 6'd30;  
  assign swap_now = (curr_square_state == Row_Swap);
  localparam row1 = 2'd0, row2 = 2'd1, row3 = 2'd2;
  always @(posedge clk)
  begin: row_state_table
    case(curr_row_state)  
      row1: curr_row_state = swap_now ? row2 : row1;
      row2: curr_row_state = swap_now ? row3 : row2;
      row3: curr_row_state = swap_now ? row1 : row3;
      default: curr_row_state = row1;
    endcase
    case(curr_square_state)  
      Square1: curr_square_state = Square2;
      Square2: curr_square_state = Square3;
      Square3: curr_square_state = Square4;
      Square4: curr_square_state = Square5;
      Square5: curr_square_state = Square6;
      Square6: curr_square_state = Square7;
      Square7: curr_square_state = Square8;
      Square8: curr_square_state = Square9;
      Square9: curr_square_state = Square10;
      Square10: curr_square_state = Square11;
      Square11: curr_square_state = Square12;
      Square12: curr_square_state = Square13;
      Square13: curr_square_state = Square14;
      Square14: curr_square_state = Square15;
      Square15: curr_square_state = Square16;
      Square16: curr_square_state = Square17;
      Square17: curr_square_state = Square18;
      Square18: curr_square_state = Square19;
      Square19: curr_square_state = Square20;
      Square20: curr_square_state = Square21;
      Square21: curr_square_state = Square22;
      Square22: curr_square_state = Square23;
      Square23: curr_square_state = Square24;
      Square24: curr_square_state = Square25;
      Square25: curr_square_state = Square26;
      Square26: curr_square_state = Row_Swap;
      Row_Swap: curr_square_state = Square1;
      default: curr_square_state = Square1;
    endcase
  end
  always@(*)
  begin: make_coordinates
	 if (curr_square_state != Row_Swap)
	   begin
        curr_x = {start_x + {x_offset * curr_square_state}};
        curr_y = {start_y + {y_offset * curr_row_state}};
		  case(curr_row_state)  
          row1: curr_colour = red_sequence[curr_square_state] ? RED : BLACK;
          row2: curr_colour = yellow_sequence[curr_square_state] ? YELLOW : BLACK;
          row3: curr_colour = blue_sequence[curr_square_state] ? BLUE : BLACK;
          default: curr_colour = WHITE;
        endcase
		end
    else
	   begin  
        curr_x = 0;
		    curr_y = 0;
		  curr_colour = BLACK;
		end
  end
endmodule

==> GITHUB_STEP_SUMMARY <==
### Yosys + OpenROAD results

| Metric | Value |
|---|---|
| Top layer reached by signal wires | `met4` |
| Min cycle time layout | `3.64 ns` |
| Global-route wire length before repair | `between 7 and 8 mm` |
| Clock sinks | `7` |
| Tool Warnings | `32` |
| CP Data Required Time | `3.28 ns` |
| Clock skew | `0.000422 ns` |
| Worst-margin pin slew | `~0.72 ns` |
| GPL Wtd Cong | `0.758` |
| # Cells Yosys | `between 100 and 150` |
| Mapped cell area | `1350 um2` |
| Leak | `0.828 nW` |
| Detailed Routing Iterations Pass 1 | `4` |
| Std-Cell Rows | `27` |
| Sequential share of the synthesized area | `10.4%` |
| Maximum clock path buffer count | `2` |
| Core area | `5540 um2` |
| Power per Cell Area | `107 nW/um2` |
| Routed Antenna Nets | `0` |
| Pin count of the biggest net entering global routing | `24` |
| Relative slew margins | `51.8%` |
| Port bufs | `95` |
| Clock buffer count from CTS | `3` |
| Setup TNS | `0 ns` |
| Min-delay worst type | `register to register` |
| Hold EP | `curr_row_state[1]` |
| Design area | `2370 um2` |
| Cell Area, Placed | `2330 um2` |
| H-tree level count | `1` |
| Cell Type Count | `35` |
| Synth Instances | `~150` |
| Path depth of the worst reg2reg path | `4` |
| Comb power frac | `35.8%` |
| Min Hold Slack | `approximately 0.61 ns` |
| Final Util | `42.8%` |
| Fp util | `24.3%` |
| Root Driver | `clkbuf_8` |
| Crit path max fanout | `1` |
| R2R Path End | `curr_row_state[1]` |
| Top Ports | `97` |
| Fmax | `275 MHz` |
| Fraction of registers with async set/reset | `0%` |
| Synth flops | `7` |
| Number of remaining DRC errors | `0` |
| Sw Share | `16.3%` |
| Worst-path clk slew | `0.04 ns` |
| Nature of the critical path endpoint | `output port` |
| HP Start | `curr_row_state[1]` |
| Data arrival time of the worst path | `around 2.8 ns` |
| Vias | `1441` |
| Vias per cell | `between 4 and 5` |
| Worst Hold Path Cells | `2` |
| Post-cts hold buffer count | `0` |
| Setup CP Type | `primary input to output port` |
| Post_cts resized | `0` |
| Most used DFF post-synth | `dfxtp_1` |
| Inserted Diodes | `0` |
| Status | `finished, final reports clean` |
| Post-synth EDFFs | `0` |
| Wire length on met1 | `1.84 mm` |
| Worst flop-to-flop path startpoint | `curr_square_state[3]` |
| Fin. max-slew vios | `0` |
| Unrepaired setup endpoints after global routing | `no` |
| Syn Area/Cell | `a little over 9 um2` |
| Overflow after GRT | `0` |
| Later-pin clock latency in the skew report | `0.22 ns` |
| Starting DRC count in detailed routing | `around 70` |
| Seq pwr share | `26.9%` |
| Final WL | `4.64 mm` |
| Layout cell share with drive strength beyond 1 | `11.0%` |
| Maxcap violations | `0` |
| Chip Width | `between 90 and 100 um` |
| Peak VDD IR | `just over 0.09 mV` |
| Chip Area, Yosys | `1350 um2` |
| Hold Fails Final Rpt | `0` |
| Gr usage total | `9.83%` |
| Setup ws final | `roughly 0.46 ns` |
| Final setup vio count | `0` |
| DP HPWL | `4.07 mm` |
| Synth Warn # | `2` |
| R2R setup slack | `2.26 ns` |
| Clock power frac | `37.3%` |
| CTS tree | `done` |
| Startpoint Class | `primary input` |
| Routed WL per cell | `15.0 um` |
| WL met2 | `about 2.3 mm` |
| Period utilization | `88.8%` |
| Internal power | `212 uW` |
| Area grow syn2layout | `76.5%` |
| Initial antenna violation count | `0` |
| Vias in the first global route | `~1500` |
| P_sw | `41.5 uW` |
| Dpl ws | `0.443 ns` |
| Die H | `between 90 and 100 um` |
| Met3 wire length | `542 um` |
| # Post-CTS Setup Buffers | `0` |
| Die area | `9220 um2` |
critical path, cell delays in order:
cell             delay [ns]
clkdlybuf4s50_1        0.39
mux4_2                 0.45
mux2_2                 0.28
a22o_1                 0.24
nor3_2                 0.14
o21ai_1                0.07
clkdlybuf4s50_1        0.42
cell usage in the layout (no fill, tap or decap), drive strengths merged:
master / synthesis / layout
a21oi: 6 / 6
a221o: 1 / 1
a22o: 3 / 3
a31oi: 1 / 1
a32o: 1 / 1
a32oi: 1 / 1
and2: 3 / 3
buf: 8 / 2
clkbuf: 4 / 4
clkdlybuf4s50: 0 / 95
conb: 1 / 1
dfxtp: 7 / 7
ha: 16 / 16
inv: 7 / 7
mux2: 2 / 2
mux2i: 13 / 13
mux4: 15 / 15
nand2: 15 / 15
nand3: 1 / 1
nand3b: 1 / 1
nand4: 3 / 3
nor2: 18 / 18
nor2b: 2 / 2
nor3: 1 / 1
nor3b: 1 / 1
nor4: 1 / 1
o21ai: 8 / 8
o21bai: 1 / 1
o221ai: 2 / 2
xnor2: 3 / 3
xor2: 2 / 2
final cells by class:
class,instances,area (um2)
Multi-Input combinational cell,122,1100
Sequential cell,7,141
Clock buffer,4,45.0
Inverter,7,26.3
Tap cell,72,90.1
Timing Repair Buffer,97,966
Fill cell,557,3170
power groups by stage:
stage | Clock (mW) | Sequential, mW | Combinational (mW)
final | 0.0947 | 0.0684 | 0.0908
after CTS | 0.0976 | 0.0684 | 0.0919
after global routing | 0.107 | 0.0682 | 0.0971
logic make-up (layout without fill, tap and decap cells):
| group | after synthesis | count (layout) | synth area share [%] |
|---|---|---|---|
| muxes | 30 | 30 | 36.5 |
| and+or+nand+nor | 46 | 46 | 15.6 |
| adders and majority gates | 16 | 16 | 14.9 |
| other | 1 | 1 | 0.279 |
| DFF | 7 | 7 | 10.4 |
| xor gates and xnor gates | 5 | 5 | 3.26 |
| AOI/OAI and AO/OA | 24 | 24 | 11.6 |
| buffers and inverters | 19 | 108 | 7.44 |
state kept, by name, summed over array words and instances (netlist names):
register and flops:
curr_row_state 2, curr_square_state 5
synth_stat cells, types with 2 or more instances:
master / number / area (um2)
o221ai_1: 2 / 17.5
clkbuf_1: 4 / 15.0
buf_2: 2 / 10.0
xnor2_1: 3 / 26.3
a21oi_1: 6 / 30.0
o21ai_0: 2 / 10.0
dfxtp_1: 7 / 140
buf_4: 3 / 22.5
inv_1: 5 / 18.8
inv_2: 2 / 7.51
and2_1: 3 / 18.8
nor2b_1: 2 / 12.5
xor2_1: 2 / 17.5
ha_1: 16 / 200
nand4_1: 3 / 18.8
buf_6: 2 / 22.5
o21ai_1: 6 / 30.0
mux2_2: 2 / 22.5
nand2_1: 15 / 56.3
a22o_1: 3 / 26.3
nor2_1: 18 / 67.6
mux4_2: 15 / 338
mux2i_1: 13 / 130
worst max path at each step:
stage / startpoint / to / cells past startpoint
final: blue_sequence[15] / colour[0] / 7
after global routing: blue_sequence[14] / colour[0] / 7
after CTS: blue_sequence[15] / colour[0] / 7
metrics by stage:
| stage | std cells | power, mW |
|---|---|---|
| 2_1_floorplan | 148 | 0.0869 |
| 3_3_place_gp | 305 | 0.160 |
| 6_report | 309 | 0.254 |
| 5_1_grt | 309 | 0.273 |
| 4_1_cts | 309 | 0.258 |
| 3_5_place_dp | 305 | 0.161 |
metal layers:
layer / vias to the layer above / track usage [%]
li1: 730 / -
met1: 654 / 12.5
met2: 55 / 15.9
met3: 2 / 4.56
met4: 0 / 0.246
met5: - / 0
Power figures rest on the tool's default switching activity, not on a simulated workload.
